[flow/run.sh]
#!/bin/bash
# OpenROAD 26Q1-2900-gdf79404cd8, Yosys 0.63+post, stock flow scripts
make -C /OpenROAD-flow-scripts/flow DESIGN_CONFIG=/design/flow/config.mk WORK_HOME=/design/flow/orfs finish
[flow/config.mk]
export PLATFORM = sky130hd
export DESIGN_NAME = regfile
export DESIGN_NICKNAME = regfile
export VERILOG_FILES = /design/flow/design.v
export SDC_FILE = /design/flow/constraint.sdc
export NUM_CORES = 4
export LEC_CHECK = 1
export CORE_UTILIZATION = 40
[flow/constraint.sdc]
current_design regfile

set clk_period 8.4
set clk_io_pct 0.2

create_clock -name clk0 -period $clk_period [get_ports {clk}]

set non_clock_inputs [all_inputs -no_clocks]
set_input_delay [expr $clk_period * $clk_io_pct] -clock clk0 $non_clock_inputs
set_output_delay [expr $clk_period * $clk_io_pct] -clock clk0 [all_outputs]
[flow/design.v]
module regfile(
	input [3:0] num1,
	input [3:0]num2,
	input [3:0]writenum,
	input write,
	input clk,
	input reset,
	input [31:0] regin,
	output [31:0] regout1,
	output [31:0] regout2,
	output [31:0] pc);
	reg[31:0] register[15:0];
	integer i;
	always @ (posedge clk or negedge reset)
	if(~reset)
		for(i=0;i<16;i=i+1) register[i]<='h00000000;
	else if(write)
		register[writenum]<=regin;
	assign regout1=register[num1];
	assign regout2=register[num2];
	assign pc=register[15];
 endmodule
==> run notes <==
This memo summarizes the results of the implementation run.

Finish
The largest registers in the layout are register (512). The count of filler cells inserted in the layout is 5,807. The register with the most flip-flops in the layout has 512 of them.

Between the synthesized netlist and the finished layout, the area growth was recorded as 14.8%. Per the final layout report, the fraction of cells sized above drive strength 1 comes to 25.4%. The total non-filler cell area in the finished layout is 31,300 um^2.

Ranked by flip-flop count, first place goes to register.

Die
After floorplanning, the core was sized to cover 67,400 um^2. The count of standard-cell rows is 95. The share of the core area taken by cells at floorplan is 40.5%.

After floorplanning, the die was sized to cover 69,300 um^2. The die span in x is 263 um. The die is 263 um tall. During I/O placement, the number of pins put on the boundary was 143.

Routing
The detailed-route wire length per cell is 31.5 um. The diode insertion count for antenna repair is 0. The routed design shows a via density per instance of 6.68.

The highest metal layer with signal wires is met5. The via total after detailed routing is 22,251. For this run, design rule violations remaining after detail routing come to 0. The post-detailed-routing wire length is 105 mm. The first routing iteration left 2,091 violations. The met2 wire length is 45.6 mm. The met1 layer wirelength in the final routing is 40.4 mm. The length of routed met3 wiring is 13.3 mm. Once detail routing completed, the nets flagged for antenna violations numbered 0. The detailed-router iteration count before antenna repair is 5.

Worst setup path
The timing report shows the most common cell along the critical path to be sky130_fd_sc_hd__clkdlybuf4s50_1. The critical path is of the input pin to primary output type. STA classifies the critical path endpoint as a primary output. The cell with the largest stage delay on the worst path is sky130_fd_sc_hd__clkdlybuf4s50_1. The startpoint type of the worst setup path is an input pin. STA lists the maximum fanout along the critical path as 22.

STA puts the critical path data required time at 6.72 ns. Among all stages on the critical path, the maximum delay recorded is 1.02 ns. Traced cell by cell, the critical path runs through clkdlybuf4s50_1, nor2b_4, buf_4, a22oi_1, o22ai_1, a211oi_1, a21oi_1, clkdlybuf4s50_1.

The critical path data arrival time is 5.19 ns.

Global route
The global-route wire length before repair is 154 mm. Entering global routing, the biggest net connects 130 pins. The via count of the first global-routing pass is 22,619. The number of antenna violations at the first check in global routing was 1. Summed over all layers, the global routing overflow is 0. The overall track demand over capacity in global routing is 31.4%.

Place
The buffer_ports step reported a buffer count of 142. In the placement report, post-DP HPWL is listed as 60.9 mm. The instance area after placement is 29,400 um^2.

RePlAce ended its routability-driven mode at a weighted congestion of 0.965.

Yosys
The post-synthesis cell count from yosys is 2,370. The number of warnings printed during yosys synthesis is 2. Per the synth stats, the flop cell with the highest instance count is sky130_fd_sc_hd__dfrtp_1. The number of synthesized flops with an enable pin is 0. The synthesized netlist occupies a cell area of 27,300 um^2. The register bit total from synthesis is 512. The synthesized area per cell is 11.5 um^2. For reference, the top cells by area after synthesis are sky130_fd_sc_hd__dfrtp_1 47%, sky130_fd_sc_hd__mux2_2 17%, sky130_fd_sc_hd__mux2_1 4.9%, sky130_fd_sc_hd__a22oi_1 4.2%, sky130_fd_sc_hd__mux2i_1 3.9%. The synthesized design devotes to its leading area cell type 46.9% of total area. The count of cell types in the netlist is 60. The stat command in Yosys gives a chip area of 27,300 um^2. In the synthesized netlist the async set-or-reset flop fraction comes to 100%.

After synthesis, flip-flops and latches occupy 46.9% of the total area. Looking at area per cell type in the netlist, the leader is sky130_fd_sc_hd__dfrtp_1. Counting every instance in the synthesized netlist gives 2,370.

Clock tree
The total of hold buffers inserted after clock tree synthesis is 0. The clock insertion delay at the later pin of the skew report is 0.61 ns. CTS added clock buffers totalling 57. The quantity of gates resized following cts is 0. The clock-pin transition on the worst setup and hold timing paths is 0.06 ns. CTS saw 512 sinks.

TritonCTS built the clock tree. The buffer type at the clock tree root is sky130_fd_sc_hd__clkbuf_16. The maximum level of the CTS H-tree is 2. In this run the post-CTS setup repair buffer count came out at 0. Counting along the longest clock path gives a buffer depth of 3.

Final timing
The maximum clock frequency is 146 MHz. The final setup violation count is 0. The max-slew headroom at the worst pin is 34.9%. The routed design could run at a clock period as short as 6.87 ns. Setup repair after global routing left no endpoint under its margin.

The setup clock skew after layout is 0 ns. The number of hold violations in the final report is 0. For reference, the final report shows the max-slew violation count at 0. The final layout reports a setup TNS of 0 ns. The transition at the pin with the smallest max-transition slack is 0.974 ns. The worst hold slack is 0.490 ns. The post-route fraction of the period consumed by the critical path is 81.7%.

Flow run
Across all stage logs, warnings added up to 31. The max-cap check violation count is 0.

Power and ir drop
The leakage power figure is 13.0 nW. The highest supply drop recorded on VDD is 169 uV. The power density of the placed cells is 247 nW/um^2.

Outcome
The run finished with clean final reports.

Worst hold path
In this run the worst hold path is classified as flop to flop.
path summary, 6_finish.rpt:
kind | from | end | slack [ns] | cells past startpoint
setup / recovery | num2[0] | regout2[11] | 1.53 | 8
hold / removal | register[4][20] | register[4][20] | 0.49 | 1
setup reg to reg | register[15][29] | register[15][29] | 7.47 | 1
hold reg to reg | register[4][20] | register[4][20] | 0.49 | 1
max in group asynchronous | reset | register[1][7] | 5.40 | 3
min in group asynchronous | reset | register[14][14] | 1.06 | 1
critical path: cells and delay by family:
kind,cells,cell delay [ns]
compound gates,4,0.63
buf+inv,3,1.91
simple gates,1,0.92
final cells by class:
cell class                 instances  area [um^2]  share of cell area, %
clock buffer                      91         1750                   5.57
clock inverter                    13          144                  0.459
inverter                          30          113                  0.359
multi-input combinational       1590        13400                   42.6
sequential                       512        12800                   40.9
tap                              873         1090                   3.49
timing repair buffer             224         2070                   6.62
layout by cell type (no fill, tap or decap), types with 37 or more instances in the layout:
master / n
sky130_fd_sc_hd__clkdlybuf4s50_1: 135
sky130_fd_sc_hd__a221oi_1: 53
sky130_fd_sc_hd__o22ai_1: 144
sky130_fd_sc_hd__nor2_1: 102
sky130_fd_sc_hd__a21oi_1: 121
sky130_fd_sc_hd__mux2_2: 408
sky130_fd_sc_hd__nand2_1: 37
sky130_fd_sc_hd__buf_4: 83
sky130_fd_sc_hd__dfrtp_1: 512
sky130_fd_sc_hd__clkbuf_16: 59
sky130_fd_sc_hd__mux2i_1: 105
sky130_fd_sc_hd__a22oi_1: 154
sky130_fd_sc_hd__mux2_1: 118
sky130_fd_sc_hd__nor2b_1: 40
sky130_fd_sc_hd__a22o_1: 67
metal layers:
layer  vias up  global-route usage [%]
li1       9139                       -
met2      1511                    45.0
met4         2                    13.0
met5         -                       0
met1     11226                    42.8
met3       373                    13.6
power by group:
part | internal [mW] | leakage (nW) | switching, mW
sequential | 3.05 | 6.28 | 0.495
clock | 1.50 | 0.937 | 1.03
combinational | 0.912 | 5.74 | 0.745
metrics by stage:
stage          power, mW  std cells  setup slack, ns  util, %
5_1_grt             8.07       3333             1.46     46.5
6_report            7.73       3333             1.53     46.5
2_1_floorplan       4.44       2370             3.88        -
3_5_place_dp        5.20       3229             1.65     43.7
3_3_place_gp        5.16       3229             1.64     43.7
4_1_cts             7.75       3333             1.65     46.5
cell usage after synthesis, types with 2 or more instances:
library cell,n
sky130_fd_sc_hd__nand3_1,10
sky130_fd_sc_hd__mux2_1,118
sky130_fd_sc_hd__inv_1,28
sky130_fd_sc_hd__o2bb2ai_1,26
sky130_fd_sc_hd__and3_1,30
sky130_fd_sc_hd__o22ai_1,144
sky130_fd_sc_hd__o221ai_1,6
sky130_fd_sc_hd__a31oi_1,7
sky130_fd_sc_hd__a221oi_1,53
sky130_fd_sc_hd__nand2b_1,10
sky130_fd_sc_hd__o32a_1,11
sky130_fd_sc_hd__a32oi_1,18
sky130_fd_sc_hd__nor2_1,114
sky130_fd_sc_hd__or3_1,3
sky130_fd_sc_hd__o32ai_1,3
sky130_fd_sc_hd__a211oi_1,24
sky130_fd_sc_hd__o211ai_1,4
sky130_fd_sc_hd__a22oi_2,2
sky130_fd_sc_hd__nor2_4,2
sky130_fd_sc_hd__dfrtp_1,512
sky130_fd_sc_hd__nand2_1,40
sky130_fd_sc_hd__nor2b_1,49
sky130_fd_sc_hd__nor3_1,4
sky130_fd_sc_hd__a22oi_1,154
sky130_fd_sc_hd__mux2_2,408
sky130_fd_sc_hd__buf_2,115
sky130_fd_sc_hd__mux2i_1,105
sky130_fd_sc_hd__nand3b_1,4
sky130_fd_sc_hd__and2_1,4
sky130_fd_sc_hd__a2111oi_0,4
sky130_fd_sc_hd__buf_4,17
sky130_fd_sc_hd__a211o_1,2
sky130_fd_sc_hd__o21ai_0,18
sky130_fd_sc_hd__a21oi_1,121
sky130_fd_sc_hd__buf_6,8
sky130_fd_sc_hd__a32o_1,2
sky130_fd_sc_hd__clkbuf_1,97
sky130_fd_sc_hd__a22o_1,67
sky130_fd_sc_hd__inv_2,2
sky130_fd_sc_hd__nand4_1,4
kinds of logic after synthesis:
logic type | Yosys count | synth area share [%]
AOI/OAI and AO/OA | 674 | 17.6
muxes | 632 | 25.6
DFF | 512 | 46.9
and+or+nand+nor | 284 | 5.18
buffers and inverters | 268 | 4.67
Power is estimated from default activity; no workload was simulated.
