$ cat flow/constraint.sdc
current_design GPIO

set clk_period 3.5
set clk_io_pct 0.2

create_clock -name clk0 -period $clk_period [get_ports {CLOCK_50}]

set non_clock_inputs [all_inputs -no_clocks]
set_input_delay [expr $clk_period * $clk_io_pct] -clock clk0 $non_clock_inputs
set_output_delay [expr $clk_period * $clk_io_pct] -clock clk0 [all_outputs]
$ cat flow/config.mk
export PLATFORM = sky130hd
export DESIGN_NAME = GPIO
export DESIGN_NICKNAME = GPIO
export VERILOG_FILES = /design/flow/design.v
export SDC_FILE = /design/flow/constraint.sdc
export NUM_CORES = 4
export LEC_CHECK = 1
export CORE_UTILIZATION = 50
$ cat flow/design.v
`timescale 1ns/1ps
module GPIO(input CLOCK_50,
  input reset,
  input CS_N,
  input RD_N,
  input WR_N,
  input [11:0] Addr,
  input [31:0] DataIn,
  input [3:1] KEY,
  input [17:0] SW,
  output reg [31:0] DataOut,
  output Intr,
  output [6:0] HEX7,
  output [6:0] HEX6,
  output [6:0] HEX5,
  output [6:0] HEX4,
  output [6:0] HEX3,
  output [6:0] HEX2,
  output [6:0] HEX1,
  output [6:0] HEX0,
  output [17:0] LEDR,
  output [8:0] LEDG
  );
  reg [31:0] SW_StatusR;
  reg [31:0] KEY_StatusR;
  reg [31:0] LEDG_R;
  reg [31:0] LEDR_R;
  reg [31:0] HEX0_R;
  reg [31:0] HEX1_R;
  reg [31:0] HEX2_R;
  reg [31:0] HEX3_R;
  reg [31:0] HEX4_R;
  reg [31:0] HEX5_R;
  reg [31:0] HEX6_R;
  reg [31:0] HEX7_R;
  wire key1_pressed;
  wire key2_pressed;
  wire key3_pressed;
  wire sw0_pressed;
  wire sw1_pressed;
  wire sw2_pressed;
  wire sw3_pressed;
  wire sw4_pressed;
  wire sw5_pressed;
  wire sw6_pressed;
  wire sw7_pressed;
  wire sw8_pressed;
  wire sw9_pressed;
  wire sw10_pressed;
  wire sw11_pressed;
  wire sw12_pressed;
  wire sw13_pressed;
  wire sw14_pressed;
  wire sw15_pressed;
  wire sw16_pressed;
  wire sw17_pressed;
   key_detect  key1 (CLOCK_50, reset, KEY[1], key1_pressed);
   key_detect  key2 (CLOCK_50, reset, KEY[2], key2_pressed);
   key_detect  key3 (CLOCK_50, reset, KEY[3], key3_pressed);
   key_detect  sw0  (CLOCK_50, reset, ~SW[0],  sw0_pressed);
   key_detect  sw1  (CLOCK_50, reset, ~SW[1],  sw1_pressed);
   key_detect  sw2  (CLOCK_50, reset, ~SW[2],  sw2_pressed);
   key_detect  sw3  (CLOCK_50, reset, ~SW[3],  sw3_pressed);
   key_detect  sw4  (CLOCK_50, reset, ~SW[4],  sw4_pressed);
   key_detect  sw5  (CLOCK_50, reset, ~SW[5],  sw5_pressed);
   key_detect  sw6  (CLOCK_50, reset, ~SW[6],  sw6_pressed);
   key_detect  sw7  (CLOCK_50, reset, ~SW[7],  sw7_pressed);
   key_detect  sw8  (CLOCK_50, reset, ~SW[8],  sw8_pressed);
   key_detect  sw9  (CLOCK_50, reset, ~SW[9],  sw9_pressed);
   key_detect  sw10 (CLOCK_50, reset, ~SW[10], sw10_pressed);
   key_detect  sw11 (CLOCK_50, reset, ~SW[11], sw11_pressed);
   key_detect  sw12 (CLOCK_50, reset, ~SW[12], sw12_pressed);
   key_detect  sw13 (CLOCK_50, reset, ~SW[13], sw13_pressed);
   key_detect  sw14 (CLOCK_50, reset, ~SW[14], sw14_pressed);
   key_detect  sw15 (CLOCK_50, reset, ~SW[15], sw15_pressed);
   key_detect  sw16 (CLOCK_50, reset, ~SW[16], sw16_pressed);
   key_detect  sw17 (CLOCK_50, reset, ~SW[17], sw17_pressed);
  always @(posedge CLOCK_50)
  begin
    if(~reset)    KEY_StatusR  <= 0;
    else
    begin
      if (~CS_N && ~RD_N && Addr[11:0] == 12'h000)
          KEY_StatusR  <= 0;
      else
      begin
         if(key1_pressed)   KEY_StatusR[1] <= 1'b1;
         if(key2_pressed)   KEY_StatusR[2] <= 1'b1;
         if(key3_pressed)   KEY_StatusR[3] <= 1'b1;
      end
    end
  end
  always @(posedge CLOCK_50)
  begin
    if(~reset)   SW_StatusR   <= 0;
    else
    begin
      if (~CS_N && ~RD_N && Addr[11:0] == 12'h004)
          SW_StatusR  <= 0;
      else
      begin
           if(sw0_pressed)         SW_StatusR[0] <= 1'b1;
           if(sw1_pressed)         SW_StatusR[1] <= 1'b1;
           if(sw2_pressed)         SW_StatusR[2] <= 1'b1;
           if(sw3_pressed)         SW_StatusR[3] <= 1'b1;
           if(sw4_pressed)         SW_StatusR[4] <= 1'b1;
           if(sw5_pressed)         SW_StatusR[5] <= 1'b1;
           if(sw6_pressed)         SW_StatusR[6] <= 1'b1;
           if(sw7_pressed)         SW_StatusR[7] <= 1'b1;
           if(sw8_pressed)         SW_StatusR[8] <= 1'b1;
           if(sw9_pressed)         SW_StatusR[9] <= 1'b1;
           if(sw10_pressed)        SW_StatusR[10] <= 1'b1;
           if(sw11_pressed)        SW_StatusR[11] <= 1'b1;
           if(sw12_pressed)        SW_StatusR[12] <= 1'b1;
           if(sw13_pressed)        SW_StatusR[13] <= 1'b1;
           if(sw14_pressed)        SW_StatusR[14] <= 1'b1;
           if(sw15_pressed)        SW_StatusR[15] <= 1'b1;
           if(sw16_pressed)        SW_StatusR[16] <= 1'b1;
           if(sw17_pressed)        SW_StatusR[17] <= 1'b1;
      end
    end
  end
  always @(*)
  begin
      if (~CS_N && ~RD_N) 
      begin
        if      (Addr[11:0] == 12'h000) DataOut <= KEY_StatusR;
        else if (Addr[11:0] == 12'h004) DataOut <= SW_StatusR;
        else                            DataOut <= 32'b0;
      end
      else                              DataOut <= 32'b0;
  end
  always @(posedge CLOCK_50)
  begin
    if(~reset)
    begin                                        
        LEDR_R[17:0] <=18'b0;
        LEDG_R[8:0]  <=9'h1FF;
        HEX0_R <= 7'b1000000;
        HEX1_R <= 7'b1000000;
        HEX2_R <= 7'b1000000;
        HEX3_R <= 7'b1000000;
        HEX4_R <= 7'b1000000;
        HEX5_R <= 7'b1000000;
        HEX6_R <= 7'b1000000;
        HEX7_R <= 7'b1000000;
    end
    else if(~CS_N && ~WR_N) 
    begin                                        
	        if       (Addr[11:0] == 12'h008)  LEDR_R       <= DataIn;
           else if  (Addr[11:0] == 12'h00C)  LEDG_R       <= DataIn;
           else if  (Addr[11:0] == 12'h010)  HEX0_R       <= DataIn;
           else if  (Addr[11:0] == 12'h014)  HEX1_R       <= DataIn;
           else if  (Addr[11:0] == 12'h018)  HEX2_R       <= DataIn;
           else if  (Addr[11:0] == 12'h01C)  HEX3_R       <= DataIn;
           else if  (Addr[11:0] == 12'h020)  HEX4_R       <= DataIn;
           else if  (Addr[11:0] == 12'h024)  HEX5_R       <= DataIn;
           else if  (Addr[11:0] == 12'h028)  HEX6_R       <= DataIn;
           else if  (Addr[11:0] == 12'h02C)  HEX7_R       <= DataIn;
    end
  end         
	assign LEDR[17:0] = LEDR_R[17:0];
	assign LEDG[8:0]  = LEDG_R[8:0];
	assign HEX0       = HEX0_R[6:0];
	assign HEX1       = HEX1_R[6:0];
	assign HEX2       = HEX2_R[6:0];
	assign HEX3       = HEX3_R[6:0];
	assign HEX4       = HEX4_R[6:0];
	assign HEX5       = HEX5_R[6:0];
	assign HEX6       = HEX6_R[6:0];
	assign HEX7       = HEX7_R[6:0];
	assign Intr = ~((|KEY_StatusR[3:0]) || (|SW_StatusR[17:0])); 
endmodule
module key_detect(input clk, input reset, input key, output key_pressed);
			reg [3:0] c_state;
			reg [3:0] n_state;
			parameter  S0  =  4'b0000;
			parameter  S1  =  4'b0001;
			parameter  S2  =  4'b0010;
			parameter  S3  =  4'b0011;
			parameter  S4  =  4'b0100;
			parameter  S5  =  4'b0101;
			parameter  S6  =  4'b0110;
			parameter  S7  =  4'b0111;
			parameter  S8  =  4'b1000;
			parameter  S9  =  4'b1001;
			parameter  S10 =  4'b1010;
			parameter  S11 =  4'b1011;
			parameter  S12 =  4'b1100;
			parameter  S13 =  4'b1101;
			parameter  S14 =  4'b1110;
			parameter  S15 =  4'b1111;
			always@ (posedge clk)  
			begin
				if(~reset) c_state <= S0;
				else       c_state <= n_state;
			end
			always@(*)  
			begin
			case(c_state)
			S0 :  if(~key) n_state <= S1;
					else     n_state <= S0;
			S1 :  if(~key) n_state <= S2;
					else     n_state <= S0;
			S2 :  if(~key) n_state <= S3;
					else     n_state <= S0;
			S3 :  if(~key) n_state <= S4;
					else     n_state <= S0;
			S4 :  if(~key) n_state <= S5;
					else     n_state <= S0;
			S5 :  if(~key) n_state <= S6;
					else     n_state <= S0;
			S6 :  if(~key) n_state <= S7;
					else     n_state <= S0;
			S7 :  if(~key) n_state <= S8;
					else     n_state <= S0;
			S8 :  if(~key) n_state <= S9;
					else     n_state <= S0;
			S9 :  if(~key) n_state <= S10;
					else     n_state <= S0;
			S10:  if(~key) n_state <= S11;
					else     n_state <= S0;
			S11:  if(~key) n_state <= S12;
					else     n_state <= S0;
			S12:  if(~key) n_state <= S13;
					else     n_state <= S0;
			S13:  if(~key) n_state <= S14;
					else     n_state <= S0;
			S14:  if(~key) n_state <= S15;
					else     n_state <= S0;
			S15:  if(key)  n_state <= S0;
					else     n_state <= S15;
			default:       n_state <= S0;
			endcase
         end
			assign  key_pressed =  (c_state == S14);
endmodule
$ cat flow/run.sh
#!/bin/bash
# OpenROAD 26Q1-2900-gdf79404cd8, Yosys 0.63+post, stock flow scripts
make -C /OpenROAD-flow-scripts/flow DESIGN_CONFIG=/design/flow/config.mk WORK_HOME=/design/flow/orfs finish
==> out/metrics.cfg <==
[outcome]
status=finished, final reports clean

[pwr]
intPower_w=0.00728
p_sw_frac=0.204
leakagePower_nw=7.47
p_sw_w=0.00186
powerDensity_mw_per_mm2=583
p_total_w=0.00914
p_comb_frac=0.026
vdd_ir_drop_max_mv=0.494
pwr-share-seq=0.526
clkPwrFrac=0.448

[global_routing]
grt_pass1_wl_mm=38.6
grt_overflow=0
grtUsageTotal=0.193
grt_pass1_vias=7223
antenna_found_initial=0
grt_max_degree=173

[detailed_routing]
ant_nets=0
drc=0
drt-pass1-iter-count=4
drt-total-wl_mm=23.7
vias=7776
drt_iter0_markers=449
drt-vias-per-instance=4.84
diodes=0
wl_per_cell_microns=14.8

[setup_path]
critPathRequiredTime_ns=2.80
critPathMaxStageDelay_ns=0.50
crit_path_start_kind=primary input
cp_data_arrival_time_ns=2.63
path_max_fanout=27
critPathSlowestCell=clkdlybuf4s50_1
critPathKind=primary input to output port
path_buffers=3
cp_top_family=buffers and inverters
r2r_setup_slack_ns=2.76
crit_top_cell=clkdlybuf4s50_1
cp-end-kind=output port
crit_chain=clkdlybuf4s50_1 -> nor3_1 -> and4_4 -> buf_12 -> nor2b_1 -> clkdlybuf4s50_1

[sta]
slew_headroom=0.469
finClkSkew_ns=0.0118
min_period_ns=3.33
setup_viol=0
finalClockPeriodUsage=0.953
worst_pin_slew_ns=0.795
grt_setup_unrepaired=false
maxSlewViolCount=0
hold_viol_final=0
max_freq_mhz=300
setup-tns-final_ns=0

[flow_run]
maxCapViolations=0
warnings=42

[yosys]
topCellsByArea=dfxtp_1, and3_1, mux2i_1, nand2_1, clkbuf_1
netlist_area_sq_mm=0.0127
synth_cell_types=25
largest_area_cell=dfxtp_1
edf_count=0
synth-seq-area-share=0.661
async_reset_ff_frac=0
yosys.area.top_type_share=0.661
yosysWarnings=2
avgSynthCellArea_sq_um=11.3
synth_top_flop_cell=dfxtp_1
yosys_cells=1120
postSynthCellCount=1120
ys_ff=419
ys_area_sq_mm=0.0127
yosysMostFrequentCell=dfxtp_1
top_cells_by_count=dfxtp_1, and3_1, nand2_1, mux2i_1, clkbuf_1

[die]
core_sq_mm=0.0246
die_y_microns=161
dieArea_sq_mm=0.0260
io_pins=186
fp-row-count=57
die_w_microns=161
fp_util=0.516

[cts]
numCtsBuffers=41
cts_buffer_depth=3
clock-root-buffer=clkbuf_16
clk_pin_slew_ns=0.06
cts_setup_buffers=0
cts_sinks=419
cts_tree=built
cts-htree-levels=2
clkLatencyLatePin_ns=0.52

[placement]
io_buffers=157
hpwl_mm=14.3
post_dp_cell_area_sq_mm=0.0144
place_congestion=0.807

[layout]
reg_top3=LEDR_R (18), SW_StatusR (18)
fin_area_sq_mm=0.0157
syn2layout_area_growth_pct=23.6
drive_above_1_share=0.0671

[min_path]
min_path_type=register to register

[cells in the final DEF (no fill, tap or decap), types with 8 or more instances in the layout]
cell	n
and3_1	267
mux2i_1	86
clkinv_2	8
conb_1	14
dfxtp_1	419
nand2_1	102
o21ai_0	21
nand4_2	9
clkdlybuf4s50_1	155
a21oi_1	21
clkbuf_1	18
nor2b_1	33
and2_1	42
clkbuf_16	42
buf_4	10
[layout make-up]
type	instances	area [sq um]
Clock inverter	11	93.8
Tap cell	324	405
Inverter	4	15.0
Fill cell	1911	8920
Timing Repair Buffer	169	1690
Multi-Input combinational cell	614	3930
Clock buffer	64	1170
Sequential cell	419	8390
[worst reg2reg max path, cell delays in order (launching register included)]
cell and delay [ns]:
dfxtp_1 0.42, o21ai_0 0.12, a21oi_1 0.13
[kinds of logic after synthesis]
group	after synthesis	share of synthesized area
buffers and inverters	100	0.0352
muxes	86	0.0678
and+or+nand+nor	472	0.219
DFF	419	0.661
other	1	0.000295
AOI/OAI and AO/OA	42	0.0166
[routing by layer]
| layer | GRT usage | up-vias | part of all wire | routed length (microns) |
|---|---|---|---|---|
| met1 | 0.328 | 3595 | 0.50 | 12000 |
| li1 | - | 4017 | - | - |
| met3 | 0.0267 | 38 | 0.035 | 840 |
| met2 | 0.279 | 126 | 0.44 | 10500 |
| met5 | 0 | - | 0 | 0 |
| met4 | 0.0412 | 0 | 0.020 | 468 |
[path summary, 6_finish.rpt]
check        depth (start not counted)                   startpoint                           to
max                                  6                      Addr[3]                   DataOut[2]
min                                  1      key1.c_state[9]$_DFF_P_      key1.c_state[5]$_DFF_P_
max reg2reg                          2  SW_StatusR[17]$_SDFFE_PP0P_  SW_StatusR[17]$_SDFFE_PP0P_
min reg2reg                          1      key1.c_state[9]$_DFF_P_      key1.c_state[5]$_DFF_P_
[repair_timing]
item / CTS / global route
hold buffers: 0 / 0
endpoints found under the setup margin: 0 / 2
resized: 0 / 3
[power by group through the flow]
stage	clock network, W	logic [W]	registers [W]
CTS	0.00421	0.000243	0.00481
finish	0.00409	0.000239	0.00481
global route	0.00444	0.000266	0.00481
[stage by stage]
| step | utilization | hold WS [ns] | worst slack, ns | std cells |
|---|---|---|---|---|
| floorplan | - | 0.406 | 1.18 | 1133 |
| global route | 0.638 | 0.441 | 0.0233 | 1605 |
| CTS | 0.637 | 0.421 | 0.0536 | 1605 |
| global placement | 0.586 | 0.408 | 0.0807 | 1530 |
| detailed placement | 0.586 | 0.410 | 0.0710 | 1530 |
| finish | 0.638 | 0.422 | 0.166 | 1605 |
Power and IR drop assume default switching activity.
