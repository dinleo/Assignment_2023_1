[design/flow/run.sh]
#!/bin/bash
# OpenROAD 26Q1-2900-gdf79404cd8, Yosys 0.63+post, stock flow scripts
make -C /OpenROAD-flow-scripts/flow DESIGN_CONFIG=/design/flow/config.mk WORK_HOME=/design/flow/orfs finish
[design/flow/config.mk]
export PLATFORM = sky130hd
export DESIGN_NAME = armreduced
export DESIGN_NICKNAME = armreduced
export VERILOG_FILES = /design/flow/design.v
export SDC_FILE = /design/flow/constraint.sdc
export NUM_CORES = 4
export LEC_CHECK = 1
export CORE_UTILIZATION = 30
[design/flow/constraint.sdc]
current_design armreduced

set clk_period 19.7
set clk_io_pct 0.2

create_clock -name clk0 -period $clk_period [get_ports {clk}]

set non_clock_inputs [all_inputs -no_clocks]
set_input_delay [expr $clk_period * $clk_io_pct] -clock clk0 $non_clock_inputs
set_output_delay [expr $clk_period * $clk_io_pct] -clock clk0 [all_outputs]
[design/flow/design.v]
 module signextmux(
	 input [23:0] in,
	 input [1:0] select,
	 output reg[31:0] extVal);
	integer i;
	always @ (*) begin
	case(select)
	0 : begin
		extVal[7:0]=in[7:0];
		for(i=8;i<32;i=i+1) extVal[i]=in[7];
		end
	1 : begin
		extVal[11:0]=in[11:0];
		for(i=12;i<32;i=i+1) extVal[i]='b0;
		end
	2 : begin
		extVal[1:0]=2'b00;
		extVal[25:2]=in[23:0];
		for(i=26;i<32;i=i+1) extVal[i]=in[23];
		end
	default : extVal='h00000000;
	endcase
	end
endmodule
module register_1bit(
	input regin,
	input clk,
	input write,
	input reset,
	output reg regout);
	always @ (posedge clk,posedge reset)
	if(reset) begin
		regout<=0;
	end
	else if(write) begin
		regout<=regin;
	end
endmodule
module register(
	input[31:0] regin,
	input clk,
	input write,
	input reset,
	output reg[31:0] regout);
	always @ (posedge clk)
	if(reset)
		regout<='h0000;
	else if(write)
		regout<=regin;
endmodule
module decoder_4to16(
	input[3:0] in,
	output reg[15:0] out);
	always @ (*)
	case(in)
	0 : out='h0001;
	1 : out='h0002;
	2 : out='h0004;
	3 : out='h0008;
	4 : out='h0010;
	5 : out='h0020;
	6 : out='h0040;
	7 : out='h0080;
	8 : out='h0100;
	9 : out='h0200;
   10 : out='h0400;
   11 : out='h0800;
   12 : out='h1000;
   13 : out='h2000;
   14 : out='h4000;
   15 : out='h8000;
    endcase
endmodule
module registerfile(
	input[3:0] reg1,
	input[3:0] reg2,
	input[3:0] regdst,
	input[31:0] regsrc,
	input[31:0] newPc,
	input PCsv,
	input clk,
	input reset,
	input we,
	output[31:0] out1,
	output[31:0] out2,
	output[31:0] pc);
	wire[15:0] write;
	wire[31:0] registers [15:0];
	decoder_4to16 selecter(.in (regdst), .out (write));
	register register0 (.regin (regsrc), .write (write[0]&we), .clk (clk), .reset (reset), .regout (registers[0]));
	register register1 (.regin (regsrc), .write (write[1]&we), .clk (clk), .reset (reset), .regout (registers[1]));
	register register2 (.regin (regsrc), .write (write[2]&we), .clk (clk), .reset (reset), .regout (registers[2]));
	register register3 (.regin (regsrc), .write (write[3]&we), .clk (clk), .reset (reset), .regout (registers[3]));
	register register4 (.regin (regsrc), .write (write[4]&we), .clk (clk), .reset (reset), .regout (registers[4]));
	register register5 (.regin (regsrc), .write (write[5]&we), .clk (clk), .reset (reset), .regout (registers[5]));
	register register6 (.regin (regsrc), .write (write[6]&we), .clk (clk), .reset (reset), .regout (registers[6]));
	register register7 (.regin (regsrc), .write (write[7]&we), .clk (clk), .reset (reset), .regout (registers[7]));
	register register8 (.regin (regsrc), .write (write[8]&we), .clk (clk), .reset (reset), .regout (registers[8]));
	register register9 (.regin (regsrc), .write (write[9]&we), .clk (clk), .reset (reset), .regout (registers[9]));
	register register10 (.regin (regsrc), .write (write[10]&we), .clk (clk), .reset (reset), .regout (registers[10]));
	register register11 (.regin (regsrc), .write (write[11]&we), .clk (clk), .reset (reset), .regout (registers[11]));
	register register12 (.regin (regsrc), .write (write[12]&we), .clk (clk), .reset (reset), .regout (registers[12]));
	register register13 (.regin (regsrc), .write (write[13]&we), .clk (clk), .reset (reset), .regout (registers[13]));
	register register14 (.regin (registers[15]), .write (PCsv), .clk (clk), .reset (reset), .regout (registers[14]));
	register register15 (.regin (newPc), .write ('b1), .clk (clk), .reset (reset), .regout (registers[15]));
	assign out1=registers[reg1];
	assign out2=registers[reg2];
	assign pc=registers[15];
endmodule
module armreduced(
	input clk,
	input reset,
	output[31:0] pc,
	input[31:0] inst,
	input nIRQ,
	output [3:0] be,
	output[31:0] memaddr,
	output memwrite,
	output memread,
	output[31:0] writedata,
	input[31:0] readdata);
	wire [31:0] pc_reg, pc_next, pc_plus4, pc_branch;
	wire IRwrite,PCsave,regwrite,NZCVwrite;
	wire [1:0] regdst,regsrc,ALUsrcA,immsrc,ALUsrcB;
	wire [2:0] ALUop;
	wire [3:0] instop;
	wire regBdst;
	wire[31:0] imm;
	wire [3:0] ALUflags;
	wire [31:0] ALUresult,readA,readB;
	wire [3:0] RFdst [2:0];
	wire [31:0] RFsrc [3:0];
	wire [31:0] ALUnum1 [2:0];
	wire [31:0] ALUnum2 [3:0];
	wire [3:0] regBread [1:0];
	assign be = 4'b1111;
	wire[31:0] instructions;  
	wire[31:0] A,B;  
	wire[31:0] ALUout, B_MEM;  
	wire[31:0] ALUout_WB, B_WB, mdr;  
	reg n,v;
	wire z,c;
	reg setbubble;
	assign instructions = (setbubble == 1'b0) ? inst : 32'b00000000000000000000000000000000;
	register A_Register(.regin (readA), .write ('b1), .clk (clk), .reset (reset), .regout (A));
	register B_Register(.regin (readB), .write ('b1), .clk (clk), .reset (reset), .regout (B));
	register ALUoutRegister(.regin (ALUresult), .write ('b1), .clk (clk), .reset (reset), .regout (ALUout));
	register B_MEM_Register(.regin (B), .write ('b1), .clk (clk), .reset (reset), .regout (B_MEM));
	register MDR(.regin (readdata), .write ('b1), .clk (clk), .reset (reset), .regout (mdr));
	register B_WB_Register(.regin (B_MEM), .write ('b1), .clk (clk), .reset (reset), .regout (B_WB));
	register ALUout_WB_Register(.regin (ALUout), .write ('b1), .clk (clk), .reset (reset), .regout (ALUout_WB));
	register_1bit Z(.regin (ALUflags[2]), .reset (reset), .clk (clk), .write (NZCVwrite), .regout (z));
	register_1bit C(.regin (ALUflags[1]), .reset (reset), .clk (clk), .write (NZCVwrite), .regout (c));
	assign RFdst[0]=instructions[15:12];
	assign RFdst[1]=4'b1111;
	assign RFdst[2]=4'b1110;
	assign RFsrc[0]=mdr;
	assign RFsrc[1]=ALUout_WB;
	assign RFsrc[2]=ALUout;
	assign RFsrc[3]=B_WB;
	assign regBread[0]=instructions[3:0];
	assign regBread[1]=instructions[15:12];
	assign ALUnum1[0]=pc;
	assign ALUnum1[1]=A;
	assign ALUnum1[2]='h00000000;
	assign ALUnum2[0]='h00000004;
	assign ALUnum2[1]='h00000008;
	assign ALUnum2[2]=imm;
	assign ALUnum2[3]=B<<instructions[11:7];
	assign writedata=B_MEM;
	assign memaddr=ALUout;
	signalunit SignalControl(
		.clk (clk),
		.reset (reset),
		.flags (instructions[31:20]),
		.zero (z),
		.Mwrite (memwrite),
		.IRwrite (IRwrite),
		.PCsave (PCsave),
		.Mread (memread),
		.regwrite (regwrite),
		.regdst (regdst),
		.regsrc (regsrc),
		.ALUsrcA (ALUsrcA),
		.ALUsrcB (ALUsrcB),
		.ALUop (instop),
		.NZCVwrite (NZCVwrite),
		.immsrc (immsrc),
		.regbdst (regBdst));  
	registerfile RegisterFile(
		.reg1 (instructions[19:16]),
		.reg2 (regBread[regBdst]),
		.regdst (RFdst[regdst]),
		.regsrc (RFsrc[regsrc]),
		.newPc (pc_next),
		.PCsv (PCsave),
		.clk (clk),
		.reset (reset),
		.we (regwrite),
		.out1 (readA),
		.out2 (readB),
		.pc (pc_reg));
	signextmux Immidiate(instructions[23:0],immsrc,imm);
	ALUopdecoder ALUopDecoder(
		.instop (instop),
		.aluop (ALUop));
	ALU32bit ALU(
		.inpa (ALUnum1[ALUsrcA]),
		.inpb (ALUnum2[ALUsrcB]),
		.cin (c),
		.aluop (ALUop),
		.result (ALUresult),
		.negative (ALUflags[3]),
		.zero (ALUflags[2]),
		.cout (ALUflags[1]),
		.overflow (ALUflags[0]));
	assign pc = pc_reg;
	assign pc_plus4 = pc_reg + 32'd4;
    assign pc_branch = ALUresult;
    assign pc_next = (setbubble == 1'b0) ? pc_plus4 : pc_branch;
	always @(posedge clk or posedge reset) begin
		if (reset) begin
			setbubble <= 0;
		end else begin
			if (IRwrite == 0) begin
				setbubble <= 1;
			end else if (setbubble > 0) begin
				setbubble <= setbubble - 1;
			end
		end
	end
endmodule
module ArithUnit
(input[31:0] inpa,	input[31:0] inpb, input cin, input addsub, input carryop,	output[31:0] outp, output cout, output overflow);
	wire [32:0] temp;
  assign temp = addsub ? inpa+inpb+(carryop ? cin : 0) : inpa-inpb-(carryop? (cin ? 0 : 1) : 0);
  assign cout = temp[32];
  assign outp = temp[31:0];
  assign overflow = (inpa[31]^outp[31])&(inpb[31]^outp[31]);
endmodule
module ALUopdecoder(
 input[3:0] instop,
 output reg[2:0] aluop);
	always @ (*)
		case(instop)
		0 : aluop='b011;
		1 : aluop='b111;
		2 : aluop='b000;
		4 : aluop='b001;
		5 : aluop='b101;
		6 : aluop='b100;
		10 : aluop='b000;
		12 : aluop='b010;
		13 : aluop='b001;
		default : aluop='bxxx;
		endcase
endmodule 
module LogicUnit
(input[31:0] inpa, input[31:0] inpb, input andor, input xorop, output[31:0] outp);
  assign outp = xorop ? inpa^inpb : andor ? inpa&inpb : inpa|inpb;
endmodule
module ALU32bit
(input[31:0] inpa,	input[31:0] inpb,	input cin, input[2:0] aluop,	output[31:0] result, output negative, output zero, output cout, output overflow);
  wire[31:0] resultl;
  wire[31:0] resulta;
  wire carrya, overflowa;
  wire carryl = cin;
  wire overflowl = overflow; 
  wire al = aluop[1];  
  LogicUnit logicop(inpa,	inpb,	aluop[0], aluop[2],	resultl);
  ArithUnit arithop(inpa,	inpb,	cin, aluop[0], aluop[2],	resulta, carrya, overflowa);
  assign result = al ? resultl : resulta;
  assign negative = result[31];
  assign zero = (result=='h00000000) ? 'b1 : 'b0; 
  assign cout = al ? carryl : carrya;
  assign overflow = al ? overflowl : overflowa;
endmodule
module signalcontrol(
	input[11:0] flags,
	input zero,
  output reg [4:0] s1,  
	output reg [8:0] s2,  
	output reg [1:0] s3,  
	output reg [4:0] s4);  
 always @ (*) begin
  if(flags==12'b000000000000) begin  
    s1=5'b10xxx;
    s2=20'bxxxxxxxxx;
    s3=20'b00;
    s4=20'b0xxxx;
  end
  else if((flags[11]&flags[10]&flags[9])||(flags[8]^zero)) begin
    if(flags[7]) begin  
      if(~flags[4]) begin  
        s1=5'b00100;
      end
      else begin  
        s1=5'b01100;
      end
      s2=9'b001001000;
      s3=2'b00;
      s4=5'b0xxxx;
    end
    else if(flags[6]) begin  
      s1={4'b1001, (flags[0]==1 ? 1'b0 : 1'b1)};
      s2={2'b01,(flags[5]==1 ? 2'b11 : 2'b10),(flags[3]==1 ? 4'b0100 : 4'b0010),1'b0};
      if(~flags[0]) begin  
        s3=2'b10;
        s4=5'b0xxxx;
      end
      else begin  
        s3=2'b01;
        s4=5'b10000;
      end 
    end
    else  
    case(flags[4:1]) 
      10 : begin  
        s1=5'b10000;
        s2={2'b01, (flags[5]==1 ? 2'b10 : 2'b11), 5'b00101};
        s3=2'b00;
        s4=5'b0xxxx;
      end
      13 : begin  
        s1=5'b10000;
        s2={2'b10, (flags[5]==1 ? 2'b10 : 2'b11), 4'b0100 ,flags[0]};
        s3=2'b00;
        s4=5'b10001;
      end
      default : begin  
        s1=5'b10000;
        s2={2'b01, (flags[5]==1 ? 2'b10 : 2'b11), flags[4:0]};
        s3=2'b00;
        s4=5'b10001;
      end
    endcase
  end
  else begin  
    s1=5'b10xxx;
    s2=20'bxxxxxxxxx;
    s3=20'b00;
    s4=20'b0xxxx;
  end
 end
endmodule 
module oneStep(
	input clk,
	input reset,
	input [11:0] new_flag,
	output reg[11:0] step1,
  output reg[11:0] step2,
  output reg[11:0] step3,
  output reg[11:0] step4);
  wire [11:0] stepB[3:0];
  assign stepB[3] = step3;
  assign stepB[2] = step2;
  assign stepB[1] = step1;
  assign stepB[0] = new_flag;
	always @ (posedge clk, posedge reset) begin
    if(reset) begin
      step1<=12'b000000000000;
      step2<=12'b000000000000;
      step3<=12'b000000000000;
      step4<=12'b000000000000;
    end
    else begin
      step4=stepB[3];
      step3=stepB[2];
      step2=stepB[1];
      step1=stepB[0];
    end
  end
endmodule
module signalunit
	(input clk,
	 input reset,
	 input[11:0] flags,
	 input zero,
	 output Mwrite,
	 output IRwrite,
   output PCsave,
	 output Mread,
	 output regwrite,
	 output[1:0] regdst,
	 output[1:0] regsrc,
	 output[1:0] ALUsrcA,
	 output[1:0] ALUsrcB,
	 output[3:0] ALUop,
	 output NZCVwrite,
	 output [1:0] immsrc,
	 output regbdst);
  wire [4:0] s_if;
  wire [8:0] s_alu;
  wire [1:0] s_mem;
  wire [4:0] s_wb;
  wire [11:0] stege1,stage2,stage3,stage4;
  oneStep Next_step(.clk (clk), .reset (reset), .new_flag (flags), .step1 (stege1), .step2(stage2), .step3(stage3), .step4(stage4));
  signalcontrol bring_if(.flags (stage1), .zero (zero), .s1 (s_if), .s2 (), .s3 (),.s4 ());
  signalcontrol bring_alu(.flags (stage2), .zero (zero), .s1 (), .s2 (s_alu), .s3 (),.s4 ()); 
  signalcontrol bring_mem(.flags (stage3), .zero (zero), .s1 (), .s2 (), .s3 (s_mem),.s4 ()); 
  signalcontrol bring_wb(.flags (stage4), .zero (zero), .s1 (), .s2 (), .s3 (),.s4 (s_wb)); 
  assign IRwrite=s_if[4];
  assign PCsave=s_if[3];
  assign immsrc=s_if[2:1];
  assign regbdst=s_if[0];
  assign ALUsrcA=s_alu[8:7];
  assign ALUsrcB=s_alu[6:5];
  assign ALUop=s_alu[4:1];
  assign NZCVwrite=s_alu[0];
  assign Mwrite=s_mem[1];
  assign Mread=s_mem[0];
  assign regwrite=s_wb[4];
  assign regdst=s_wb[3:2];
  assign regsrc=s_wb[1:0];
endmodule
==> deck_impl_summary.md <==
Flow Results at a Glance

Yosys
  – Area figure in the yosys stat output: about 37000 sq um
  – Synth async-reset ratio: under 10%
  – Cells after Synth: 4273
  – Summed instance area of the synthesized netlist: 36800 sq um
  – Count of instantiated cells in the yosys netlist: 4273
  – Most common reg cell: dfxtp_1
  – Number of different library cells in the post-synthesis netlist: 85
  – Count of flip-flops with a built-in enable after synthesis: 0
  – Area contributors post-synth: dfxtp_1 37%, a211oi_1 10%, nor2_1 6.7%
  – Most frequent cell after synthesis: dfxtp_1
  – Library cell with the largest summed area after synthesis: dfxtp_1
  – Total number of yosys warnings: 12
  – Post-synthesis average cell area: 8.61 sq um
  – Max-area cell share: 36.6%
  – Commonest cells in the synthesized netlist: 672 x dfxtp_1, 659 x nor2_1, 505 x a211oi_1
  – FF+latch count, synth: 723
  – Share of the yosys chip area belonging to registers: 40.0%

Timing
  – Cycle use final: 51.8%
  – Accumulated negative setup slack: 0 ps
  – Maximum clock skew at final layout: 33.5 ps
  – Worst-case headroom to the max-slew limit: 40.6%
  – Post-layout minimum cycle time: 10210 ps
  – Post-layout worst setup margin: 9490 ps
  – Max Transition Viols Final: 0
  – Count of endpoints failing hold in the final timing report: 0
  – Number of failing setup endpoints in the final timing report: 0
  – Slew at the pin with the worst max-slew slack: 891 ps
  – Unrepaired setup endpoints after global routing: false
  – Maximum clock rate: 97.9 MHz

Global route
  – Total global-route track usage: about 24%
  – Antenna violations before repair: 17
  – First-pass GRT wire length: 219000 um
  – Vias in the first global route: between 30000 and 40000
  – Overflow left after global routing: 0
  – Largest net degree at the start of global routing: 150

Floorplan
  – Std-Cell Core Area: 122000 sq um
  – Die boundary width: 352 um
  – I/O pin count: 169
  – Starting density of the core: ~30%
  – Chip Area: ~120000 sq um
  – Placement Rows: roughly 130
  – Die Y: 352 um

Drt
  – Detail-routed via count per cell: just under 6
  – Number of design rule violations left after detail routing: 0
  – Sum of routed wire length over all layers: 151000 um
  – Iteration-0 DRC count of the detailed router: 3986
  – Post-detailed-route wirelength per cell: about 26 um
  – Number of vias after detailed routing: 34400
  – First-pass DRT Iterations: 10
  – Post-detailed-route count of antenna-violating nets: 0

Flow run
  – Warning total across the stage logs: 97
  – Max-Cap Viols: 0

CTS
  – CTS Root Cell: clkbuf_16
  – Number of clock sinks seen by CTS: 723
  – Number of buffers created by CTS: 76
  – Maximum buffer depth of the clock tree: 3
  – Source-to-sink clock delay at the later pin of the worst-skew pair: 650 ps
  – H-tree depth: 3
  – TritonCTS clock tree: done
  – Resize count post-CTS: 0
  – Setup bufs post-CTS: 0
  – Hold-fix buffer count after cts: 0
  – Clock transition at the registers of the reported paths: 60 ps

Setup path
  – CP Capture Type: flip-flop
  – Nature of the critical path startpoint: primary input
  – Worst Path Max Fanout: 33
  – Arrival time reported for the critical path endpoint: 10790 ps
  – CP startpoint: inst[7]
  – Data required time at the worst endpoint: just over 20000 ps
  – Critical path type: primary input to flip-flop
  – FF-to-FF Start: setbubble

Power and ir drop
  – VDD IR-drop max: 0.0689 mV
  – Leak Pwr: 15.1 nW
  – Power per Cell Area: 86.7 nW/um^2

Placed design
  – Placer congestion estimate: 0.990
  – Placement Setup Slack: 8840 ps
  – IO Port Bufs: about 160
  – DP HPWL: 95400 um

Finish
  – Post-route core utilization: 35.1%
  – Final-layout fill cell count: 12400
  – Fraction of layout instances using a drive strength above 1: 8.26%
  – Layout overhead on the synthesized area: 16.1%

Run status
  – Run status: complete, no violations

Min path
  – Origin of the worst min-delay path: SignalControl.Next_step.step1[0]
  – Class of the worst hold path: flip-flop to flip-flop
## cell families after synthesis
logic type                 Yosys count  synth area share, %
adders and majority gates          130                 4.50
muxes                              193                 5.29
AOI/OAI and AO/OA                 1361                 27.3
other                                2               0.0204
DFF                                723                 40.0
and+or+nand+nor                   1272                 15.7
buffers and inverters              523                 5.50
xor gates and xnor gates            69                 1.64
## registers in the layout, indices dropped and copies added, names as in the netlist, 32 cells and up
name,cells
A_Register.regout,32
B_MEM_Register.regout,32
RegisterFile.register15.regout,32
ALUoutRegister.regout,32
RegisterFile.register0.regout,32
RegisterFile.register5.regout,32
RegisterFile.register6.regout,32
RegisterFile.register13.regout,32
RegisterFile.register4.regout,32
RegisterFile.register8.regout,32
RegisterFile.register10.regout,32
RegisterFile.register7.regout,32
RegisterFile.register3.regout,32
RegisterFile.register11.regout,32
ALUout_WB_Register.regout,32
RegisterFile.register1.regout,32
B_Register.regout,32
RegisterFile.register9.regout,32
RegisterFile.register12.regout,32
RegisterFile.register2.regout,32
MDR.regout,32
## through the flow
stage          hold WS, ps  area (sq um)  instances  total power, mW
6_report               344         42700       5927             3.70
5_1_grt                350         42700       5925             3.82
4_1_cts                346         42700       5925             3.71
3_5_place_dp           335         40200       5790             2.25
3_3_place_gp           332         40200       5790             2.25
2_1_floorplan          331         36800       4276             1.97
## power breakdown
group | total (mW) | internal (mW) | switching, mW
clock | 1.47 | 0.851 | 0.616
sequential | 1.58 | 1.51 | 0.0673
combinational | 0.652 | 0.244 | 0.408
total | 3.70 | 2.61 | 1.09
## worst paths after layout
| path | end | slack (ps) | depth (start not counted) |
|---|---|---|---|
| setup / recovery | Z.regout | 9490 | 21 |
| hold reg to reg | SignalControl.Next_step.step2[0] | 340 | 0 |
| setup reg to reg | Z.regout | 12390 | 21 |
| max in group asynchronous | setbubble | 15150 | 3 |
| min in group asynchronous | C.regout | 4030 | 3 |
| hold / removal | SignalControl.Next_step.step2[0] | 340 | 0 |
## worst max-delay path: stages
cell             delay, ps
clkdlybuf4s50_1        670
nand2_2                160
buf_4                  450
mux2i_1                380
mux2i_1                190
a21oi_1                400
nand2_1                180
inv_1                  120
ha_1                   380
ha_1                   450
a21oi_1                270
o211ai_1               200
nor2_1                 130
nand2_1                180
a31oi_2                360
mux2i_1                230
or4_1                  470
nand4b_1               400
nor4b_1                740
and4_1                 310
a31o_1                 150
## metal layers
metal / global-route usage [%] / vias up / part of all wire [%]
met2: 35.8 / 1924 / 43
met5: 0 / - / 0.091
met1: 32.9 / 16300 / 40
met4: 8.56 / 22 / 4.1
met3: 8.24 / 406 / 12
li1: - / 15700 / -
## cells in the final DEF (no fill, tap or decap), types with 11 or more instances in the layout
master and count:
dfxtp_1 672, nor2_1 636, a211oi_1 505, nand2_1 190, mux2i_1 190, a21oi_1 179, a22oi_1 170, clkdlybuf4s50_1 158
buf_4 128, ha_1 126, inv_1 122, nor2b_1 121, nand3_1 87, o21ai_0 87, clkbuf_16 77, a222oi_1 64
nand4_1 59, a221oi_1 53, a22o_1 52, dfrtp_1 50, xnor2_1 48, a31oi_1 38, o221a_2 33, o211ai_1 31
and3_1 31, nor2_4 23, nor3_1 22, xor2_1 21, a21o_1 18, nand2b_1 17, clkbuf_8 17, or3_1 16
o21bai_1 14, clkbuf_1 14, and2_1 13, a32oi_1 12, nor3_2 12, clkinv_2 12, o22ai_1 11
## final cells by class
| class | instances | area, sq um | area share, % |
|---|---|---|---|
| tap | 1625 | 2030 | 4.76 |
| clock inverter | 27 | 308 | 0.721 |
| multi-input combinational | 3030 | 20300 | 47.6 |
| antenna | 2 | 5.00 | 0.0117 |
| clock buffer | 108 | 2210 | 5.18 |
| inverter | 123 | 464 | 1.09 |
| sequential | 723 | 14700 | 34.5 |
| timing repair buffer | 289 | 2600 | 6.08 |
No activity file was given, so power comes from the tool's default toggle rates.
